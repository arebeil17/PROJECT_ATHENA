--- ./config.mk ---
export PLATFORM = sky130hd
export DESIGN_NAME = circuit4
export DESIGN_NICKNAME = circuit4
export VERILOG_FILES = /design/flow/design.v
export SDC_FILE = /design/flow/constraint.sdc
export NUM_CORES = 4
export LEC_CHECK = 1
export CORE_UTILIZATION = 40
--- ./constraint.sdc ---
current_design circuit4

set clk_period 8.8
set clk_io_pct 0.2

create_clock -name clk0 -period $clk_period

set non_clock_inputs [all_inputs -no_clocks]
set_input_delay [expr $clk_period * $clk_io_pct] -clock clk0 $non_clock_inputs
set_output_delay [expr $clk_period * $clk_io_pct] -clock clk0 [all_outputs]
--- ./design.v ---
`timescale 1ns / 1ps
module add #(parameter DATAWIDTH = 8) ( a, b, sum);
    input [DATAWIDTH-1:0] a, b;
    output [DATAWIDTH-1:0] sum;
    assign sum = a + b;
endmodule
`timescale 1ns / 1ps
module circuit4  ( a, b, c, d, e, f, g, h, i, j, k, l, m, n, o, p, Final);
    input   [7:0]   a, b, c, d, e, f, g, h, i, j, k, l, m, n, o, p;
    output  [31:0]  Final;
    wire    [31:0]  t1, t2, t3, t4, t5, t6, t7, t8, t9, t10, t11, t12, t13, t14;
    parameter bw32=32;
    add #(.DATAWIDTH(bw32)) add_1 ({24'd0,a},{24'd0,b},t1 ); 
    add #(.DATAWIDTH(bw32)) add_2 (t1       ,{24'd0,c},t2 ); 
    add #(.DATAWIDTH(bw32)) add_3 (t2       ,{24'd0,d},t3 ); 
    add #(.DATAWIDTH(bw32)) add_4 (t3       ,{24'd0,e},t4 ); 
    add #(.DATAWIDTH(bw32)) add_5 (t4       ,{24'd0,f},t5 ); 
    add #(.DATAWIDTH(bw32)) add_6 (t5       ,{24'd0,g},t6 ); 
    add #(.DATAWIDTH(bw32)) add_7 (t6       ,{24'd0,h},t7 ); 
    add #(.DATAWIDTH(bw32)) add_8 (t7       ,{24'd0,i},t8 ); 
    add #(.DATAWIDTH(bw32)) add_9 (t8       ,{24'd0,j},t9 ); 
    add #(.DATAWIDTH(bw32)) add_10(t9       ,{24'd0,l},t10); 
    add #(.DATAWIDTH(bw32)) add_11(t10      ,{24'd0,m},t11); 
    add #(.DATAWIDTH(bw32)) add_12(t11      ,{24'd0,n},t12); 
    add #(.DATAWIDTH(bw32)) add_13(t12      ,{24'd0,o},t13); 
    add #(.DATAWIDTH(bw32)) add_14(t13      ,{24'd0,p},t14); 
    assign Final=t14;
endmodule
--- ./run.sh ---
#!/bin/bash
# OpenROAD 26Q1-2900-gdf79404cd8, Yosys 0.63+post, stock flow scripts
make -C /OpenROAD-flow-scripts/flow DESIGN_CONFIG=/design/flow/config.mk WORK_HOME=/design/flow/orfs finish
==> impl_metrics.ini <==
; synthesis and place-and-route metrics
[yosys]
ys_cells = 342
yosys_area_um2 = 3310
synthTopCellsByArea = fa_1 (61%), inv_1 (19%), ha_1 (7.6%)
yosysTopAreaCell = fa_1
synth.distinct_cells = 25
ys_seq_share_pct = 0
avgSynthCellArea_um2 = 9.67
syn_inst = 342
ys_warn_count = 0
top_cell_area_share_pct = 60.6
netlist_area_um2 = 3310

[sta]
post-route-min-period_ns = 8.62
rsz0062_at_grt = yes
setup-violations-final = 0
max_freq_mhz = 116
finalClockPeriodUsage_pct = 98.0
hold_viol_final = 0
maxSlewViolCount = 0
holdWs_ns = 4.75

[cells_and_area]
drive_gt1_share_pct = 9.53
stdcell_count = 595
synthToLayoutAreaGrowth_pct = 50.2
seq_area_um2 = 0
seq_cells = 0
fillCellCount = 671
mi_logic_area_um2 = 2750
clkbuf_count = 0

[floorplanning]
pin_count = 160
die_w_um = 92.9
fp.dieH_um = 92.9
fp-row-count = 32
fp_util_pct = 42.1
dieArea_um2 = 8630
placeableCoreArea_um2 = 7850

[placement]
io_buffers = 133
placedCellCount = 588
gp_congestion = 0.794
hpwl_um = 5970

[critical_path]
max_stage_delay_ns = 0.57
cp_data_arrival_time_ns = 6.86
cp_slowest_cell = fa_1
critPathTopFamily = adder cells
critPathKind = input pin to output pin
start_kind = input pin
critPathBufInv = 9
end_kind = output pin
crit_top_cell = fa_1
crit_path_max_fanout = 4
crit_chain = clkdlybuf4s50_1 > inv_2 > fa_1 > fa_1 > inv_2 > fa_1 > fa_1 > inv_1 > fa_1 > fa_1 > inv_2 > ha_4 > fa_2 > a21o_1 > a21oi_4 > buf_6 > buf_6 > buf_6 > xnor2_1 > clkbuf_2
cp.required_ns = 7.04

[global_routing]
grt_pass1_wl_um = 10800
grt_max_degree = 6
track_usage_pct = 16.5
antenna_found_initial = 0
grt_overflow = 0
grt_pass1_vias = 2593

[hold_path]
hp-class = input pin to output pin

[route]
ant_nets = 0
wl_per_cell_um = 10.2
first_pass_iters = 3
drt_iter0_markers = 15
vias = 2413
wl_um = 6090
drc_errors = 0
vias_per_cell = 4.06
diodes = 0

[run]
tool_warnings = 41
max_cap_violations = 0

[status]
status = completed
path summary, 6_finish.rpt:
check             start        to  slack [ns]  cells after the start
setup / recovery   h[2]  Final[6]        0.18                     20
hold / removal     p[0]  Final[1]        4.75                      4
worst min-delay path: stages:
cell	delay (ns)
clkdlybuf4s50_1	0.47
fa_1	0.18
ha_1	0.12
clkdlybuf4s50_1	0.46
layer usage:
metal  global-route usage (%)  wire, µm
met1                     24.6      2380
met2                     28.6      3230
met3                     2.67       477
met4                    0.256         0
met5                        0         0
stage by stage:
stage / worst slack (ns) / TNS [ns] / cell area, µm² / util [%]
floorplan: 0.772 / 0 / 3370 / -
global placement: -0.382 / -2.02 / 4780 / 60.9
detailed placement: -0.384 / -1.97 / 4780 / 60.9
CTS: 0.0321 / 0 / 4860 / 61.9
global route: -0.0160 / -0.0160 / 4970 / 63.3
finish: 0.180 / 0 / 4970 / 63.3
cell families (layout without fill, tap and decap cells):
kind of cell,after synthesis,in the layout,share of synthesized area (%)
compound gates,14,14,4.16
xor+xnor,7,7,2.08
fa+ha+maj,120,120,68.1
buf+inv,182,315,22.8
other cells,1,19,0.113
simple gates,18,18,2.69
synth_stat cells:
cell type / number
inv_1: 163
fa_1: 100
ha_1: 20
buf_4: 19
nand2_1: 5
nand3_1: 4
nor2_1: 4
xnor2_1: 4
a21oi_1: 2
a21oi_2: 2
nand4_1: 2
o21bai_1: 2
o41ai_2: 2
xor2_1: 2
a21o_1: 1
a41oi_1: 1
and3_1: 1
and3_2: 1
conb_1: 1
nand4b_1: 1
o211ai_1: 1
o211ai_2: 1
o21ai_2: 1
o31a_4: 1
xnor2_2: 1
cell usage in the layout (no fill, tap or decap), drive strengths merged:
cell type	n
and3	2
inv	163
nand3	4
nand2	5
nand4b	1
buf	19
o31a	1
fa	100
clkbuf	2
xor2	2
nand4	2
ha	20
a41oi	1
conb	19
clkdlybuf4s15	1
o211ai	2
xnor2	5
a21oi	4
o21ai	1
dlymetal6s2s	2
clkdlybuf4s50	126
o21bai	2
a21o	1
nor2	4
dlygate4sd2	2
o41ai	2
final cells by class:
| class | count | share of cell area, % |
|---|---|---|
| well taps | 102 | 2.57 |
| repair buffers | 152 | 29.8 |
| multi-input cells | 178 | 55.4 |
| inverters | 163 | 12.3 |
what timing repair did:
action,4_1_cts,5_1_grt
hold buffers,0,0
cloned,0,0
setup endpoints to repair,7,6
pin swaps,37,18
buffers inserted,4,5
gates resized,15,21
