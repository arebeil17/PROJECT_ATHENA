[flow/constraint.sdc]
current_design circuit6

set clk_period 87.5
set clk_io_pct 0.2

create_clock -name clk0 -period $clk_period [get_ports {Clk}]

set non_clock_inputs [all_inputs -no_clocks]
set_input_delay [expr $clk_period * $clk_io_pct] -clock clk0 $non_clock_inputs
set_output_delay [expr $clk_period * $clk_io_pct] -clock clk0 [all_outputs]
[flow/run.sh]
#!/bin/bash
# OpenROAD 26Q1-2900-gdf79404cd8, Yosys 0.63+post, stock flow scripts
make -C /OpenROAD-flow-scripts/flow DESIGN_CONFIG=/design/flow/config.mk WORK_HOME=/design/flow/orfs finish
[flow/design.v]
`timescale 1ns / 1ps
module add #(parameter DATAWIDTH = 8) ( a, b, sum);
    input [DATAWIDTH-1:0] a, b;
    output [DATAWIDTH-1:0] sum;
    assign sum = a + b;
endmodule
`timescale 1ns / 1ps
module circuit6(Clk, Rst, a,b,c,d,e,f,g,h,num,avg);
input Clk,Rst;
input [15:0] a,b,c,d,e,f,g,h,num;
output [15:0] avg;
wire [15:0] r1, r2, r3, r4, r5, r6, r7;
wire [15:0] avgwire;
wire [15:0] t1, t2, t3, t4, t5, t6, t7;
parameter bw=16;
add #(.DATAWIDTH(bw)) add_1(a,b,t1);
register #(.DATAWIDTH(bw)) register_1(Clk,Rst, t1, r1);
add #(.DATAWIDTH(bw)) add_2(r1,c,t2);
register #(.DATAWIDTH(bw)) register_2(Clk,Rst, t2, r2);
add #(.DATAWIDTH(bw)) add_3(r2,d,t3);
register #(.DATAWIDTH(bw)) register_3(Clk,Rst, t3, r3);
add #(.DATAWIDTH(bw)) add_4(r3,e,t4);
register #(.DATAWIDTH(bw)) register_4(Clk,Rst, t4, r4);
add #(.DATAWIDTH(bw)) add_5(r4,f,t5);
register #(.DATAWIDTH(bw)) register_5(Clk,Rst, t5, r5);
add #(.DATAWIDTH(bw)) add_6(r5,g,t6);
register #(.DATAWIDTH(bw)) register_6(Clk,Rst, t6, r6);
add #(.DATAWIDTH(bw)) add_7(r6,h,t7);
register #(.DATAWIDTH(bw)) register_7(Clk,Rst, t7, r7);
div #(.DATAWIDTH(bw)) div_1(r7,num, avgwire);
assign avg=avgwire;
endmodule
`timescale 1ns / 1ps
module div #(parameter DATAWIDTH = 8) ( a, b, quot);
    input [DATAWIDTH-1:0] a, b;
    output [DATAWIDTH-1:0] quot;
    assign quot = a/b;
endmodule
`timescale 1ns / 1ps
module register #(DATAWIDTH = 8)(Clk, Rst, d, q);
    input Clk, Rst;
    input [DATAWIDTH-1:0] d;
    output reg [DATAWIDTH-1:0] q;
    always @(posedge Clk) begin
        if(Rst == 1) begin
            q <= 0;
        end
        else begin
            q <= d;
        end
    end
endmodule
[flow/config.mk]
export PLATFORM = sky130hd
export DESIGN_NAME = circuit6
export DESIGN_NICKNAME = circuit6
export VERILOG_FILES = /design/flow/design.v
export SDC_FILE = /design/flow/constraint.sdc
export NUM_CORES = 4
export LEC_CHECK = 1
export CORE_UTILIZATION = 30
==> results_dict.tcl <==
# collected from the flow reports
set metrics [dict create \
    status "finished clean" \
    irDropWorstVdd_uv 13.0 \
    cpMaxStageDelayCell "a2111oi_0" \
    whs_endpoint "register_6.q[0]" \
    yosys_area_mm2 0.0139 \
    wirelength_um 39700 \
    cts_tree "done" \
    ys.flops 112 \
    crit_arrival_ns 50.78 \
    fmax_mhz 14.6 \
    firstDrtPassIters 5 \
    grt_use_met3_pct 4.83 \
    overflow 0 \
    rrSetupSlack_ns 84.42 \
    vias 13000 \
    area_growth_syn_to_layout_pct 18.9 \
    holdPathStages 2 \
    startpoint_type "input port" \
    core_area_mm2 0.0455 \
    fp-utilization_pct 30.5 \
    grt_use_total_pct 17.2 \
    postPlaceCellArea_mm2 0.0162 \
    ys_warn_count 1 \
    drcViolationCount 0 \
    vias_per_cell 5.17 \
    layout_top_cells "ha_1 (242), nor2_1 (186), clkdlybuf4s50_1 (160)" \
    antenna_found_initial 15 \
    layout_min_cycle_time_ns 68.28 \
    worst_pin_slew_ns 0.807 \
    relSlewSlack_pct 44.8 \
    dieWidth_um 217 \
    required_ns 70.00 \
    p_per_area_mw_per_mm2 25.6 \
    layout_top_cell "ha_1" \
    grt_max_degree 71 \
    maxCapViolations 0 \
    warnings 26 \
    ant_nets 0 \
    die_y_um 217 \
    ys_types 83 \
    hp-start "register_5.q[0]" \
    grtUsageMet2_pct 30.4 \
    cts_root_buf "clkbuf_16" \
    path_class "in -> out" \
    grt_pass1_vias 12700 \
    synth.avg_cell_area_um2 7.85 \
    leakagePower_nw 7.46 \
    grt.met1_usage_pct 20.9 \
    clkTransAtPathRegs_ns 0.07 \
    rr_worst_depth 11 \
    chipArea_mm2 0.0471 \
    drv_slew 0 \
    cts_hold_buf 0 \
    setup_viol 0 \
    gp_congestion 0.917 \
    cts_max_level 3 \
    area.combinational_mm2 0.0110 \
    num-fill-cells 4662 \
    synthArstFlopShare_pct 0 \
    cp_max_fo 22 \
    skew_ns 0.00925 \
    hold_class "reg -> reg" \
    synthFlopType "dfxtp_1" \
    synth-edff-count 0 \
    post_cts_resized 0 \
    regArea_mm2 0.00224 \
    fin_crit_sh_pct 78.0 \
    hpwl_um 32800 \
    numCtsBuffers 9 \
    rsz0062_at_grt "no" \
    drive_gt1_share_pct 4.86 \
    ios 162 \
    synth.cell_area_mm2 0.0139 \
    r2r_end "register_7.q[13]" \
    worstSetupEndpointType "primary output" \
    portBuffers 161 \
    r2r-start "register_6.q[1]" \
    cts.sinks 112 \
    critPathMaxStageDelay_ns 0.72 \
    synth_cells 1768 \
    hold_violations 0 \
    ys_seq_share_pct 16.2 \
    grt_pass1_wl_um 64000 \
    post_cts_buffers 0 \
    clk_path_buf_depth 2 \
    fin_area_mm2 0.0165 \
    grt_busiest_layer "met2" \
    fp-row-count 78 \
    insertion_delay_ns 0.36 \
    drt_iter0_markers 625 \
    routedWlPerCell_um 15.8 \
    fin_setup_tns_ns 0 \
    yosysCellCount 1768 \
]
==> Yosys cell counts (9+ instances only) <==
| cell type | number | share of area [%] |
|---|---|---|
| a211o_1 | 10 | 0.63 |
| a211oi_1 | 10 | 0.54 |
| a21boi_0 | 9 | 0.49 |
| a21o_1 | 52 | 2.8 |
| a21oi_1 | 116 | 4.2 |
| a31oi_1 | 47 | 2.1 |
| and2_1 | 10 | 0.45 |
| and3_1 | 14 | 0.63 |
| buf_1 | 9 | 0.24 |
| clkbuf_1 | 29 | 0.78 |
| dfxtp_1 | 112 | 16 |
| ha_1 | 242 | 22 |
| inv_1 | 118 | 3.2 |
| mux2_2 | 20 | 1.6 |
| nand2_1 | 97 | 2.6 |
| nand2b_1 | 16 | 0.72 |
| nand3_1 | 25 | 0.90 |
| nand3b_1 | 9 | 0.49 |
| nand4_1 | 21 | 0.95 |
| nor2_1 | 186 | 5.0 |
| nor2b_1 | 43 | 1.9 |
| nor3_1 | 84 | 3.0 |
| nor4_1 | 9 | 0.41 |
| o2111ai_1 | 12 | 0.76 |
| o211ai_1 | 18 | 0.97 |
| o21a_1 | 38 | 2.1 |
| o21ai_0 | 88 | 3.2 |
| o41ai_1 | 9 | 0.57 |
| or2_2 | 11 | 0.50 |
| or3_1 | 18 | 0.81 |
| or4_1 | 9 | 0.49 |
| xnor2_1 | 77 | 4.9 |
| xor2_1 | 60 | 3.8 |
==> flip-flops by register name (all words and copies together) (netlist names) <==
name and flops:
register_1.q 16, register_2.q 16, register_3.q 16, register_4.q 16, register_5.q 16, register_6.q 16
register_7.q 16
==> power breakdown <==
part / total (mW) / switching [mW] / internal [mW]
sequential: 0.0713 / 0.00572 / 0.0655
clock: 0.0475 / 0.0194 / 0.0281
combinational: 0.304 / 0.164 / 0.140
==> critical path, delay by kind of cell <==
family / cells / cell delay [ns]
compound gates: 68 / 17.70
fa+ha+maj: 15 / 4.67
buf+inv: 19 / 5.55
mux: 3 / 0.80
simple gates: 24 / 4.49
==> cell families (layout without fill, tap and decap cells) <==
logic type / Yosys count / count (layout) / synth area share, %
xor gates and xnor gates: 137 / 137 / 8.65
buffers and inverters: 165 / 312 / 4.55
muxes: 29 / 29 / 2.31
AOI/OAI and AO/OA: 503 / 503 / 24.8
other: 0 / 4 / 0
DFF: 112 / 112 / 16.2
and+or+nand+nor: 573 / 573 / 20.6
adders and majority gates: 249 / 249 / 22.8
==> layout make-up <==
class,count,share of cell area [%]
diodes,4,0.0607
flip-flops and latches,112,13.6
inverters,123,2.80
multi-input cells,1491,66.7
clock inverters,5,0.629
repair buffers,173,10.3
clock buffers,11,1.41
well taps,600,4.55
==> stage by stage <==
step	utilization, %	setup WS, ns	power (mW)	cells	hold slack, ns
floorplan	-	26.55	0.313	1768	0.524
global placement	35.5	20.22	0.373	2499	0.540
detailed placement	35.5	19.48	0.375	2499	0.544
CTS	36.3	19.38	0.426	2515	0.566
global route	36.3	16.17	0.469	2515	0.608
finish	36.3	19.22	0.423	2519	0.561
==> routing by layer <==
layer	share of wire (%)	vias up
met1	42	5885
met3	7.0	72
met2	48	238
met5	0.31	-
met4	2.4	20
li1	-	6804
==> how the worst max path moves through the flow <==
stage / cells past startpoint / slack [ns] / start / to
finish: 129 / 19.22 / num[15] / avg[0]
global route: 129 / 16.17 / num[15] / avg[0]
CTS: 129 / 19.38 / num[15] / avg[0]
Power and IR drop assume default switching activity.
