<file path="flow/run.sh">
#!/bin/bash
# OpenROAD 26Q1-2900-gdf79404cd8, Yosys 0.63+post, stock flow scripts
make -C /OpenROAD-flow-scripts/flow DESIGN_CONFIG=/design/flow/config.mk WORK_HOME=/design/flow/orfs finish
</file>
<file path="flow/config.mk">
export PLATFORM = sky130hd
export DESIGN_NAME = circuit5
export DESIGN_NICKNAME = circuit5
export VERILOG_FILES = /design/flow/design.v
export SDC_FILE = /design/flow/constraint.sdc
export NUM_CORES = 4
export LEC_CHECK = 1
export CORE_UTILIZATION = 30
</file>
<file path="flow/constraint.sdc">
current_design circuit5

set clk_period 32.9
set clk_io_pct 0.2

create_clock -name clk0 -period $clk_period [get_ports {clk}]

set non_clock_inputs [all_inputs -no_clocks]
set_input_delay [expr $clk_period * $clk_io_pct] -clock clk0 $non_clock_inputs
set_output_delay [expr $clk_period * $clk_io_pct] -clock clk0 [all_outputs]
</file>
<file path="flow/design.v">
`timescale 1ns / 1ps
module add #(parameter DATAWIDTH = 8) ( a, b, sum);
    input [DATAWIDTH-1:0] a, b;
    output [DATAWIDTH-1:0] sum;
    assign sum = a + b;
endmodule
`timescale 1ns / 1ps
module circuit5  ( a, b, c, clk ,rst, z, x);
    input   [63:0]  a, b, c;
    input           clk,rst;
    output  [31:0]  z, x;
    wire    [63:0]  d,e,f,g,h;
    wire            dLTe, dEQe;
    wire    [63:0]  xrin, zrin;
    reg     [63:0]  greg, hreg;
    parameter bw64=64;
    add #(.DATAWIDTH(bw64)) add_1(a,b,d); 
    add #(.DATAWIDTH(bw64)) add_2(a,c,e); 
    sub #(.DATAWIDTH(bw64)) sub_1(a,b,f); 
    comp #(.DATAWIDTH(bw64)) comp_1(.a(d),.b(e),.eq(dEQe)); 
    comp #(.DATAWIDTH(bw64)) comp_2(.a(d),.b(e),.lt(dLTe)); 
    mux2x1 #(.DATAWIDTH(bw64)) mux_1(e,d,dLTe,g);     
    mux2x1 #(.DATAWIDTH(bw64)) mux_2(f,g,dEQe,h);     
    register #(.DATAWIDTH(bw64)) reg_1(clk,rst,g,greg);     
    register #(.DATAWIDTH(bw64)) reg_2(clk,rst,h,hreg);     
    shl #(.DATAWIDTH(bw64)) shl_1(hreg,{63'd0,dLTe},xrin);     
    shr #(.DATAWIDTH(bw64)) shr_1(greg,{63'd0,dEQe},zrin);     
    assign x=xrin[31:0];
    assign z=zrin[31:0];
endmodule
`timescale 1ns / 1ps
module comp #(DATAWIDTH=8)(a,b,gt,lt,eq);
    input [DATAWIDTH-1:0] a, b;
    output reg gt, lt, eq;
    always@(a, b) begin
        if ( a > b) begin
            gt <= 1; 
            lt <= 0; 
            eq <= 0;
        end
        else if (a < b)begin 
            gt <= 0; 
            lt <= 1; 
            eq <= 0;
        end
        else if ( a == b)begin
            gt <= 0; 
            lt <= 0; 
            eq <= 1; 
        end
        else begin 
            gt <= 0; 
            lt <= 0; 
            eq <= 0; 
        end
    end
endmodule
`timescale 1ns / 1ps
module mux2x1 #(DATAWIDTH = 8)(a, b, sel, d);
input [DATAWIDTH-1:0]a,b;
input sel;
output reg [DATAWIDTH-1:0] d;
always@(sel, a, b)
begin
if (sel==0) d<=a;
else d<=b; 
end
endmodule
`timescale 1ns / 1ps
module register #(DATAWIDTH = 8)(Clk, Rst, d, q);
    input Clk, Rst;
    input [DATAWIDTH-1:0] d;
    output reg [DATAWIDTH-1:0] q;
    always @(posedge Clk) begin
        if(Rst == 1) begin
            q <= 0;
        end
        else begin
            q <= d;
        end
    end
endmodule
`timescale 1ns / 1ps
module shl#(DATAWIDTH=8)(a, sh_amt, d);
input [DATAWIDTH-1:0] a, sh_amt;
reg i=0;
output reg [DATAWIDTH-1:0] d; 
always@(a, sh_amt)
begin
d=a<<sh_amt;
end
endmodule
`timescale 1ns / 1ps
module shr #(DATAWIDTH=8)(a, sh_amt, d);
input [DATAWIDTH-1:0] a, sh_amt;
reg i=0;
output reg [DATAWIDTH-1:0] d; 
always@(a, sh_amt)
begin
d=a>>sh_amt;
end
endmodule
`timescale 1ns / 1ps
module sub #(parameter DATAWIDTH = 8)(a, b, diff);
    input [DATAWIDTH-1:0] a, b;
    output [DATAWIDTH-1:0] diff;
    assign diff = a - b; 
endmodule
</file>
==> notes.md <==
Implementation numbers.

- The master of the slowest instance on the critical path reads sky130_fd_sc_hd__or4_1.
- The largest fanout of any net on the critical path is 38.
- The clock share of power reads 14.4%.
- The number of standard cells after synthesis reads 1,858.
- The critical path data arrival time reads 13,880 ps.
- The wire length of the first global-routing pass reads 79.3 mm.
- The chip area estimate from yosys synthesis is 0.0136 sq mm.
- The yosys cell count reads 1,858.
- Summed over all nets, the half-perimeter wirelength after detailed placement is 46.5 mm.
- The Yosys step of the flow raised 5 warnings.
- The fraction of final layout cells sized beyond drive strength 1 reads 5.92%.
- The tree built by TritonCTS fans out to 65 sinks.
- The sequential share of power is 16.3%.
- The die covers 0.0463 sq mm.
- The count of tool warnings reads 56.
- The largest net degree at the start of global routing reads 65.
- The count of library flops with an enable pin reads 0.
- The total negative setup slack is 0 ps.
- The number of placed I/O pins is 258.
- The run finished with clean final reports.
- Looking at the max-slew report, the worst-margin pin has a slew of 785 ps.
- The maximum VDD drop is 0.0000263 V.
- The number of pins exceeding their max-slew limit in the final report reads 0.
- The core occupancy in the finished layout is 38.2%.
- Walking the worst path, the cells encountered are clkdlybuf4s50_1 -> inv_1 -> ha_1 -> or4_1 -> nand3b_1 -> a211oi_2 -> nor2_1 -> o21a_1 -> nor3_1 -> a21o_1 -> a41oi_1 -> xnor2_1 -> ha_1 -> nand4_1 -> nor4_1 -> buf_4 -> nand4_1 -> nor2_1 -> o21ai_0 -> nand2_4 -> buf_4 -> mux2_2 -> clkdlybuf4s50_1.
- Final hold analysis gives a worst-case slack of 6840 ps.
- The core region area is 0.0445 sq mm.
- The delay contributed by the slowest stage of the critical path is 630 ps.
- STA classifies the critical path startpoint as an input port.
- The cell class contributing the biggest share of worst-path delay is simple AND/OR/NAND/NOR gates.
- The number of nets with antenna violations after routing is 0.
- The endpoint type of the worst setup path is an output port.
- The initial antenna violation count reads 4.
- The post-synthesis sequential area ratio is 9.53%.
- The layout stage reports a final design area of 0.0170 sq mm.
- The cell area after technology mapping is 0.0136 sq mm.
- The clock-pin slew on the worst setup and hold paths reads 50 ps.
- The leakage component of the power was reported as 7.48 nW.
- The fraction of power spent switching nets is 43.1%.
- The floorplan die height reads 215 um.
- The minimum period implied by the final worst setup slack is 20,460 ps.
- The power report puts the net switching power at 0.000279 W.
- The total internal power reads 0.000369 W.
- The slew check shows that the tightest pin keeps a relative margin of 47.0%.
- The portion of total power attributed to combinational logic is 69.3%.
- The root buffer selected by CTS is sky130_fd_sc_hd__clkbuf_16.
- According to the floorplan log, the row count is 77.
- The number of distinct library cells after synthesis reads 92.
- The flip-flop and latch count after synthesis reads 65.
- The iteration tally of the first detailed-router pass is 7.
- The leading register cell type out of synthesis reads sky130_fd_sc_hd__dfxtp_1.
- Per the timing report, the achievable frequency comes out to 0.0489 GHz.
- The post-CTS repair timing setup buffer count reads 0.
- The count of instances resized after the clock tree is built reads 0.
- In the final report, the number of hold violations comes to 0.
- The average wire per cell in the routed design reads 19.9 um.
- In this run, CTS created clock tree buffers numbering 9.
- The synthesized area per cell reads 7.35 sq um.
- The cell type with the largest total area is sky130_fd_sc_hd__ha_1.
- The power density of the placed cells is 38.1 mW/mm^2.
- The die is 215 um wide.
- The final wirelength is 52.8 mm.
- The number of max-cap violations reads 0.
- Setup repair after global routing left no endpoint under its margin.
- CTS built an H-tree with a depth of 3.
- The via count of the first global-routing pass came to 13,700.
- The async set-or-reset flop fraction in the synthesized netlist reads 0%.
- The worst path required time is 26,320 ps.
- The clock tree from TritonCTS is yes.
- The global route stage reports its total congestion overflow as 0.
- The kind of critical path is in -> out.
- The main area contributors are sky130_fd_sc_hd__ha_1 (20%), sky130_fd_sc_hd__dfxtp_1 (9.5%), sky130_fd_sc_hd__a21oi_1 (7.6%), sky130_fd_sc_hd__xnor2_1 (7.1%), sky130_fd_sc_hd__mux2_2 (5.4%).
- The path class of the lowest-slack min-delay path is in -> reg.
- The effective utilization at floorplan is 30.7%.
- The share of the synthesized area in the top cell type reads 20.3%.
- The detailed router's first-iteration violation count is 889.
- Port buffering added 257 buffers.
- The synthesis-to-finish area growth is 24.7%.
- The count of endpoints failing setup in the final report is 0.
- The script reports the combined buffer and inverter count of the critical path as 5.
- Per the detailed placement report, the placed cell area equals 0.0167 sq mm.
- For this design, the CTS-stage hold fixing added 0 buffers.
- The overall via count from detail_route is 14,200.
- In the routed layout, each cell is associated on average with a via count of 5.37.
- The ratio of final minimum period to clock period reads 62.2%.
- The final RePlAce weighted congestion is 0.989.
- In this run the deepest clock path goes through 2 buffers.
- The total DRC errors in the routed layout is 0.
- Per the post-place timing report, worst setup slack is 12,490 ps.
- Setup slack on the critical path of the routed design comes to 12,440 ps.
- The all-layer global routing usage reads 22.4%.
==> cells in the mapped netlist (9+ instances only) <==
library cell,count
sky130_fd_sc_hd__nand2b_1,24
sky130_fd_sc_hd__a21o_1,75
sky130_fd_sc_hd__nor4_1,23
sky130_fd_sc_hd__and3_1,12
sky130_fd_sc_hd__xnor2_1,110
sky130_fd_sc_hd__a21oi_1,208
sky130_fd_sc_hd__nand4_1,39
sky130_fd_sc_hd__o21a_1,21
sky130_fd_sc_hd__mux2i_1,39
sky130_fd_sc_hd__o31ai_1,16
sky130_fd_sc_hd__xor2_1,37
sky130_fd_sc_hd__mux2_2,65
sky130_fd_sc_hd__o21ai_1,9
sky130_fd_sc_hd__nand2_1,108
sky130_fd_sc_hd__a31oi_1,14
sky130_fd_sc_hd__o21bai_1,33
sky130_fd_sc_hd__clkbuf_1,63
sky130_fd_sc_hd__nand3_1,36
sky130_fd_sc_hd__a211oi_1,22
sky130_fd_sc_hd__o21ai_0,90
sky130_fd_sc_hd__nor2_1,188
sky130_fd_sc_hd__o211ai_1,17
sky130_fd_sc_hd__nor3_1,29
sky130_fd_sc_hd__dfxtp_1,65
sky130_fd_sc_hd__ha_1,221
sky130_fd_sc_hd__buf_2,9
sky130_fd_sc_hd__nor2b_1,25
sky130_fd_sc_hd__inv_1,123
==> cells by family after synthesis <==
family / Yosys count / synth area share, %
buf+inv: 201 / 5.67
xor+xnor: 147 / 9.43
compound gates: 587 / 27.7
simple gates: 529 / 18.6
flops: 65 / 9.53
mux: 105 / 8.33
fa+ha+maj: 224 / 20.7
==> registers in the layout, summed over array words and instances, names as in the netlist <==
signal,count
reg_1.q,33
reg_2.q,32
==> layer usage <==
| layer | global-route usage [%] | vias to the layer above | wire length (um) |
|---|---|---|---|
| met5 | 0 | - | 23 |
| met4 | 6.10 | 4 | 1700 |
| met3 | 2.68 | 76 | 2680 |
| met2 | 36.0 | 440 | 23700 |
| met1 | 31.8 | 6576 | 24700 |
| li1 | - | 7153 | - |
==> layout by cell type (no fill, tap or decap), types with 23 or more instances in the layout <==
cell type,Yosys,routed
sky130_fd_sc_hd__clkdlybuf4s50_1,0,256
sky130_fd_sc_hd__nor2_1,188,188
sky130_fd_sc_hd__mux2_2,65,65
sky130_fd_sc_hd__ha_1,221,221
sky130_fd_sc_hd__xnor2_1,110,110
sky130_fd_sc_hd__inv_1,123,123
sky130_fd_sc_hd__nand2_1,108,107
sky130_fd_sc_hd__nand3_1,36,36
sky130_fd_sc_hd__nor2b_1,25,25
sky130_fd_sc_hd__nand2b_1,24,24
sky130_fd_sc_hd__nand4_1,39,39
sky130_fd_sc_hd__nor3_1,29,29
sky130_fd_sc_hd__o21ai_0,90,90
sky130_fd_sc_hd__mux2i_1,39,39
sky130_fd_sc_hd__dfxtp_1,65,65
sky130_fd_sc_hd__xor2_1,37,37
sky130_fd_sc_hd__nor4_1,23,23
sky130_fd_sc_hd__o21bai_1,33,33
sky130_fd_sc_hd__a21oi_1,208,208
sky130_fd_sc_hd__a21o_1,75,75
==> layout make-up <==
type / instances / area [sq um]
Antenna cell: 1 / 2.50
Timing Repair Buffer: 264 / 2620
Sequential cell: 65 / 1300
Multi-Input combinational cell: 1592 / 11600
Clock buffer: 10 / 239
Clock inverter: 6 / 67.6
Inverter: 125 / 469
Fill cell: 4613 / 27500
Tap cell: 592 / 741
==> worst min-delay path: cells and delay by family <==
kind | cells | cell delay (ps)
buffers and inverters | 2 | 390
and+or+nand+nor | 1 | 150
==> stage by stage <==
| stage | total power (W) | instances |
|---|---|---|
| 2_1_floorplan | 0.000382 | 1858 |
| 3_3_place_gp | 0.000550 | 2638 |
| 3_5_place_dp | 0.000551 | 2638 |
| 4_1_cts | 0.000648 | 2654 |
| 5_1_grt | 0.000699 | 2655 |
| 6_report | 0.000648 | 2655 |
==> final timing paths <==
path	slack [ps]	startpoint	depth (start not counted)	endpoint
setup / recovery	12440	b[18]	23	x[7]
hold / removal	6840	rst	3	reg_1.q[32]
==> power groups by stage <==
stage | clock network (W) | logic, W | registers, W
CTS | 0.0000956 | 0.000446 | 0.000106
global route | 0.0000996 | 0.000492 | 0.000108
finish | 0.0000934 | 0.000449 | 0.000106
Power and IR drop assume default switching activity.
